[design/flow/config.mk]
export PLATFORM = sky130hd
export DESIGN_NAME = ALU
export DESIGN_NICKNAME = ALU
export VERILOG_FILES = /design/flow/design.v
export SDC_FILE = /design/flow/constraint.sdc
export NUM_CORES = 4
export LEC_CHECK = 1
export CORE_UTILIZATION = 40
[design/flow/run.sh]
#!/bin/bash
# OpenROAD 26Q1-2900-gdf79404cd8, Yosys 0.63+post, stock flow scripts
make -C /OpenROAD-flow-scripts/flow DESIGN_CONFIG=/design/flow/config.mk WORK_HOME=/design/flow/orfs finish
[design/flow/design.v]
module ALU #(parameter WIDTH = 32)
(
    input [WIDTH-1:0]SrcA,SrcB,
    input [3:0]ALUCtl, 
    output [WIDTH-1:0]ALUResult,
    output Zero
);
    reg [WIDTH-1:0]temp;
    parameter ADD = 0;
    parameter SUB = 1;
    parameter SLL = 2;
    parameter SLT = 3;
    parameter SLTU = 4;
    parameter XOR = 5;
    parameter SRL = 6;
    parameter SRA = 7;
    parameter OR = 8;
    parameter AND = 9;
    parameter BNE = 10;
    parameter BLT = 11;
    parameter BGE = 12;
    parameter BLTU = 13;
    parameter BGEU = 14;
    assign ALUResult = temp;
    assign Zero = ~|temp;
    always@(*) begin
        case(ALUCtl) 
            ADD :temp = SrcA + SrcB ;
            SUB :temp = SrcA - SrcB ;
            SLL :temp = SrcA << SrcB ;
            SLT :temp = $signed(SrcA) < $signed(SrcB) ;
            SLTU :temp = SrcA < SrcB ;
            XOR :temp = SrcA ^ SrcB ;
            SRL :temp = SrcA >> SrcB ;
            SRA :temp = $signed(SrcA) >>> SrcB ;
            OR :temp = SrcA | SrcB ;
            AND :temp = SrcA & SrcB ;
            BNE :temp = (SrcA == SrcB);
            BLT :temp = ($signed(SrcA) < $signed(SrcB)) ? 0 : 1 ;
            BGE :temp = ($signed(SrcA) >= $signed(SrcB)) ? 0 : 1 ;
            BLTU :temp = (SrcA < SrcB)? 0 : 1 ;
            BGEU :temp = (SrcA >= SrcB)? 0 : 1 ;
            default :temp = 0;
        endcase
    end
endmodule
[design/flow/constraint.sdc]
current_design ALU

set clk_period 19.2
set clk_io_pct 0.2

create_clock -name clk0 -period $clk_period

set non_clock_inputs [all_inputs -no_clocks]
set_input_delay [expr $clk_period * $clk_io_pct] -clock clk0 $non_clock_inputs
set_output_delay [expr $clk_period * $clk_io_pct] -clock clk0 [all_outputs]
==> ci_impl_report.md <==
### Flow metrics

| Metric | Value |
|---|---|
| Status | `finished clean` |
| Yosys warns | `1` |
| Overflow after GRT | `0` |
| HP Class | `primary input to output port` |
| Yosys stat cell total | `1573` |
| Critical-path maximum fanout | `32` |
| Tightest Pin Transition | `about 900 ps` |
| Cell Rows | `60` |
| Number of cells upsized or downsized after cts | `0` |
| Layout cell share with drive strength beyond 1 | `0.112` |
| P_leak | `4.96 nW` |
| Achievable frequency | `76.2 MHz` |
| Max-area cell share | `0.122` |
| Setup Fix Bufs, Post-CTS | `0` |
| First-pass GRT wire length | `90500 um` |
| NetSw | `0.235 mW` |
| Most numerous logic cell after layout | `nor2_1` |
| Rel. slew slack | `0.395` |
| Syn-to-layout area delta | `11.2%` |
| Die X | `169 um` |
| Fin crit share | `0.684` |
| Storage element area | `0 um2` |
| Register share after synthesis | `0` |
| Antenna violations before repair | `1` |
| Core Region | `0.0271 mm2` |
| Vias | `14300` |
| Final Util | `0.456` |
| Detailed-route wire length | `between 60000 and 70000 um` |
| Per-cell routed wire length | `31.9 um` |
| DRT iter0 DRCs | `1980` |
| Clock Buffer Count | `0` |
| Iteration tally of the first detailed-router pass | `6` |
| Logic area | `0.0101 mm2` |
| Power Density | `around 30 mW/mm2` |
| Setup Viol. Count Final | `0` |
| Xor+xnor area frac | `0.0102` |
| Main area contributors | `mux4_2, ha_1, mux2i_1` |
| Final Slew Violations | `0` |
| Vias in the first global route | `13000` |
| Internal power | `0.140 mW` |
| Final ANT Viol Nets | `0` |
| Total Routing Usage GR | `0.444` |
| Critical path type | `primary input to output port` |
| Final number of hold-violating endpoints | `0` |
| Flop Count | `0` |
| # DRC | `0` |
| Critical Path RT | `15360 ps` |
| Mux cell area share after synthesis | `0.198` |
| Mapped Cells | `1573` |
| RSZ-0062 raised after global routing | `false` |
| YS chip area | `0.0111 mm2` |
| Log Warnings | `100` |
| Gp weighted congestion | `1.10` |
| Floorplan utilization | `0.410` |
| Setup crit start kind | `primary input` |
| Most frequent cells in the layout | `nor2_1, nand2_1, ha_1` |
| Num ports | `roughly 100` |
| Die H | `169 um` |
| Vias/cell | `~7.3` |
| Synth Area in Simple Gates | `0.250` |
| Max-Cap Viols | `0` |
| # fillers | `2787` |
| I/O Buffers | `just over 100` |
| HPWL Detailed | `~48000 um` |
| Critical Path Sink Type | `output port` |
| Netlist cell types | `between 90 and 100` |
| Setup TNS | `0 ps` |
| And-or/or-and share of the synthesized area | `0.334` |
| Synth Area in Adders | `0.116` |
| Dominant kind of combinational cell | `AND-OR/OR-AND gates` |
| Synth area leader | `mux4_2` |
| VDD IR max | `about 12 uV` |
| Tmin final | `13130 ps` |
| Syn_area_per_cell | `7.07 um2` |
| Arr. time, crit path | `9290 ps` |
| Post-Syn Area | `0.0111 mm2` |
| CTS Hold Bufs | `0` |
| Sw frac | `0.627` |
| Largest net degree at the start of global routing | `between 50 and 60` |
| Die Area | `0.0285 mm2` |
worst max-delay path: stages:
cell	delay, ps
clkdlybuf4s50_1	460
buf_4	370
clkinv_1	160
ha_1	450
nand2_1	140
o31ai_1	640
a311o_1	410
a21oi_1	130
nor3_1	480
o221ai_1	240
a221oi_1	390
o21ai_0	210
a2111oi_0	510
nand4_1	230
nor2_1	150
clkdlybuf4s50_1	460
cells in the mapped netlist, drive strengths merged (9+ instances only):
cell       n
a311oi    10
and2      11
nand4     26
nor2     155
a21oi     93
nor4      28
mux4      61
a22oi     22
a211o     10
nand2b    18
or3       13
and3      16
or4        9
o221ai    20
nor3      48
o31ai     15
a21o      33
nand3     37
a221oi    26
buf       45
o21ai     92
ha       100
a2111oi   10
a211oi    19
mux2      21
nor2b     19
mux2i     59
inv       95
nand2    135
a31oi     34
clkbuf    92
o211ai    31
o22ai     11
kinds of logic after synthesis:
group                      Yosys count
and+or+nand+nor                    556
AOI/OAI and AO/OA                  527
buffers and inverters              234
muxes                              141
adders and majority gates          102
xor gates and xnor gates            13
worst paths after layout:
check | to | slack, ps | start | cells after the start
worst max-delay path | Zero | 6070 | SrcB[4] | 16
worst min-delay path | ALUResult[8] | 9030 | SrcB[3] | 6
power groups by stage:
stage | Clock, mW | Sequential, mW | Combinational, mW
4_1_cts | 0 | 0 | 0.361
5_1_grt | 0 | 0 | 0.393
layout make-up:
class | instances | area share
multi-input cells | 1339 | 0.820
repair buffers | 154 | 0.113
well taps | 372 | 0.0376
inverters | 97 | 0.0295
diodes | 1 | 0.000202
stage by stage:
step	worst slack (ps)	power, mW	std cells	area (um2)	hold slack [ps]
after floorplan	7920	0.217	1573	11100	7990
after global placement	6020	0.361	1962	12400	8970
after detailed placement	6120	0.359	1962	12400	8970
after CTS	6100	0.361	1962	12400	8970
after global routing	5710	0.393	1962	12400	9080
final	6070	0.375	1963	12400	9030
routing by layer:
layer / global-route usage / wire length [um] / share of wire / vias to the layer above
met5: 0 / 0 / 0 / -
met4: 0.181 / 3420 / 0.055 / 0
met3: 0.126 / 7990 / 0.13 / 193
met2: 0.632 / 25700 / 0.41 / 1056
met1: 0.631 / 25600 / 0.41 / 6920
li1: - / - / - / 6116
Power is estimated from default activity; no workload was simulated.
