**config.mk**
```make
export PLATFORM = sky130hd
export DESIGN_NAME = DataMemory
export DESIGN_NICKNAME = DataMemory
export VERILOG_FILES = /design/flow/design.v
export SDC_FILE = /design/flow/constraint.sdc
export NUM_CORES = 4
export LEC_CHECK = 1
export CORE_UTILIZATION = 50
```
**constraint.sdc**
```tcl
current_design DataMemory

set clk_period 93.3
set clk_io_pct 0.2

create_clock -name clk0 -period $clk_period [get_ports {CLK}]

set non_clock_inputs [all_inputs -no_clocks]
set_input_delay [expr $clk_period * $clk_io_pct] -clock clk0 $non_clock_inputs
set_output_delay [expr $clk_period * $clk_io_pct] -clock clk0 [all_outputs]
```
**design.v**
```verilog
module DataMemory
    #(parameter Width = 32 )
    (input [Width-1:0]A,
     input [Width-1:0]WD,
     input CLK,WE,
     output [Width-1:0]RD
    );
    reg [7:0] mem[255:0];  
    always @(posedge CLK)
    begin
        if(WE)
            {mem[A+3],mem[A+2],mem[A+1],mem[A]} <= WD;
    end
    assign RD =  A > 255 ? 0 : {mem[A+3],mem[A+2],mem[A+1],mem[A]};
endmodule
```
**run.sh**
```bash
#!/bin/bash
# OpenROAD 26Q1-2900-gdf79404cd8, Yosys 0.63+post, stock flow scripts
make -C /OpenROAD-flow-scripts/flow DESIGN_CONFIG=/design/flow/config.mk WORK_HOME=/design/flow/orfs finish
```
==> impl_metrics.py <==
# Synthesis and PnR figures
metrics = {
    "hold_path": {
        "min-delay-path-class": "in2reg",
        "worstHoldStart": "WD[31]",
    },
    "die": {
        "io_pins": 98,
        "die_width_um": 639,
        "core.rowCount": 233,
        "dieArea_um2": 408000,
        "die_height_um": 639,
        "fp-utilization_pct": 50.3,
        "core_area_um2": 403000,
    },
    "finish": {
        "stdcell_area_um2": 220000,
        "synthToLayoutAreaGrowth_pct": 8.50,
        "nFillCells": 34047,
        "instances_no_fill": 23846,
        "largest_register_ffs": 2048,
        "post-route-util_pct": 54.6,
        "drive_above_1_share_pct": 30.9,
    },
    "routing": {
        "top_layer": "met5",
        "remaining_drc_errors": 0,
        "dr_total_vias": 192576,
        "ant_nets": 0,
        "vias_per_cell": 8.08,
        "wl_met2_um": 479000,
        "routed_wl_um": 1280000,
        "first_pass_iters": 8,
        "route.met3.wl_um": 270000,
        "wirelength_met1_um": 363000,
        "wl_per_cell_um": 53.6,
        "first_iter_violations": 25832,
    },
    "synthesis": {
        "yosys-stat-area_um2": 203000,
        "synthArstFlopShare_pct": 0,
        "yosysUniqueCellTypes": 87,
        "yosys_cells": 18536,
        "yosysWarnings": 1,
        "top_cells_by_count": "mux4_2, mux2i_1, nand2_1",
        "synth_cells": 18536,
        "ys.flops": 2048,
        "syn_avg_cell_area_um2": 10.9,
        "synth_area_um2": 203000,
        "ys_top_cells_by_area": "edfxtp_1, mux4_2, mux2i_1",
        "yosysMostFrequentCell": "mux4_2",
        "ys_seq_share_pct": 30.3,
        "edf_count": 2048,
        "synth_top_area_share_pct": 30.3,
        "synth-main-ff-cell": "edfxtp_1",
        "yosys.area.top_type": "edfxtp_1",
    },
    "timing": {
        "rsz0062_at_grt": "no",
        "max_slew_margin_pct": -9.82,
        "finalHoldViolCount": 0,
        "tightest_slew_ns": 1.64,
        "setup_violations": 0,
        "post-route-min-period_ns": 46.16,
        "period_used_pct": 49.5,
        "timing.fmax_mhz": 21.7,
        "finalWorstSetupSlack_ns": 47.14,
        "drv_slew": 18,
        "finalSetupTns_ns": 0,
    },
    "place": {
        "place_area_um2": 210000,
        "dpl.cell_count": 22909,
        "io_buffers": 97,
        "dp_hpwl_um": 873000,
        "dpl_worst_slack_ns": 48.13,
        "gp_congestion": 1.19,
    },
    "clock_tree": {
        "root_buffer": "clkbuf_16",
        "cts_resized": 0,
        "holdBufCountCts": 0,
        "cts_tree": "yes",
        "cts_setup_buffers": 0,
        "cts_buffer_depth": 4,
        "clk_pin_slew_ns": 0.06,
        "cts_made_buffers": 271,
        "cts_sinks": 2048,
        "htree_levels": 5,
    },
    "job": {
        "warnings": 35,
        "maxCapViolations": 8,
    },
    "power": {
        "ir_drop_mv": 0.0142,
        "power_frac_seq_pct": 35.2,
        "power_density_nw_per_um2": 13.5,
        "p_int_w": 0.00187,
        "power_leakage_nw": 79.8,
        "pwr-share-clk_pct": 36.2,
        "p_comb_share_pct": 28.6,
        "p_sw_w": 0.00109,
        "switching_share_pct": 36.7,
    },
    "setup_path": {
        "slowest_delay_ns": 1.37,
        "worstSetupStartpointType": "primary input",
        "crit_required_ns": 74.64,
        "end_kind": "primary output",
        "crit_arrival_ns": 27.50,
        "cp-startpoint": "A[1]",
        "path_cells": "buf_16, buf_4, ha_1, a21oi_2, xnor2_2, buf_12, buf_4, nand2_1, o21ai_0, a2111oi_0, buf_4, a311oi_1, buf_4, o31a_1, clkdlybuf4s50_1",
        "crit_type": "in2out",
        "cp_max_fo": 72,
        "cp_common_cell": "buf_4",
        "slowest_stage": "o21ai_0",
    },
    "global_routing": {
        "overflow": 0,
        "grt_start_max_net_pins": 96,
        "antenna_found_initial": 224,
        "grt_pass1_wl_um": 1680000,
        "grt_pass1_vias": 177156,
        "grt_use_total_pct": 66.8,
    },
    "run_status": {
        "violations": "max-capacitance violations, max-slew violations",
        "status": "finished with violations",
    },
}
## logic make-up (layout without fill, tap and decap cells)
kind of cell | Yosys count | after routing | share of synthesized area (%)
AND-OR/OR-AND | 3467 | 3467 | 10.7
XOR/XNOR | 25 | 25 | 0.130
adder cells (fa/ha/maj) | 9 | 9 | 0.0555
buffers and inverters | 2128 | 1588 | 4.62
flip-flops | 2048 | 2048 | 30.3
multiplexers | 5883 | 5883 | 43.5
other | 0 | 445 | 0
AND/OR/NAND/NOR | 4976 | 4976 | 10.7
## power by group through the flow
stage                 Sequential (W)  Clock [W]  Combinational (W)
after CTS                    0.00104    0.00106           0.000770
after global routing         0.00104    0.00109           0.000818
final                        0.00104    0.00107           0.000848
## cells in the final DEF (no fill, tap or decap), types with 37 or more instances in the layout
master,synthesis,routed
buf_4,170,967
edfxtp_1,2048,2048
diode_2,0,445
nor2_2,32,46
o22ai_1,62,62
a211oi_1,594,591
clkdlybuf4s50_1,0,57
a21o_1,577,577
nand3_1,382,381
clkbuf_16,0,278
mux2_2,1501,1501
a22oi_1,45,45
nor3_1,61,43
clkbuf_1,1400,65
nand3b_1,37,37
mux2i_1,2185,2185
clkinv_2,0,38
o21ai_0,508,506
a32oi_1,50,50
nor2_4,107,167
nand2_1,2054,2050
a21oi_1,1204,1203
nor2_1,1891,1817
nand2_2,92,90
mux4_2,2196,2196
nand4_1,132,132
o21ai_1,85,86
clkinv_1,1,55
a31oi_1,124,121
## area by class of cell
class / instances / area [µm²] / area share [%]
inverter: 5 / 23.8 / 0.0108
sequential: 2048 / 61500 / 28.0
clock inverter: 146 / 1310 / 0.595
antenna: 445 / 1110 / 0.506
multi-input combinational: 14360 / 133000 / 60.5
clock buffer: 343 / 7200 / 3.27
timing repair buffer: 1094 / 8990 / 4.09
tap: 5405 / 6760 / 3.07
## metal layers
layer,up-vias,global-route usage [%]
li1,71483,-
met1,93363,70.3
met2,21088,78.8
met3,6354,57.8
met4,288,55.5
met5,-,36.7
## worst max-delay path: cells and delay by family
family                   cells  cell delay [ns]
AND-OR/OR-AND                5             3.25
XOR/XNOR                     1             0.39
adder cells (fa/ha/maj)      1             0.58
AND/OR/NAND/NOR              1             0.94
buffers and inverters        7             3.31
## path summary, 6_finish.rpt
check                    end  slack [ns]  cells after the start
setup / recovery      RD[30]       47.14                     15
hold / removal    mem[42][7]       18.31                      2
## per-stage QoR
step / total power, W / hold WS [ns]
5_1_grt: 0.00295 / 18.33
3_5_place_dp: 0.00182 / 19.32
4_1_cts: 0.00287 / 18.29
6_report: 0.00296 / 18.31
3_3_place_gp: 0.00183 / 19.32
2_1_floorplan: 0.00146 / 19.16
Power and IR drop assume default switching activity.
