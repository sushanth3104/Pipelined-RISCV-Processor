==> design/flow/run.sh <==
#!/bin/bash
# OpenROAD 26Q1-2900-gdf79404cd8, Yosys 0.63+post, stock flow scripts
make -C /OpenROAD-flow-scripts/flow DESIGN_CONFIG=/design/flow/config.mk WORK_HOME=/design/flow/orfs finish
==> design/flow/config.mk <==
export PLATFORM = sky130hd
export DESIGN_NAME = RegisterFile
export DESIGN_NICKNAME = RegisterFile
export VERILOG_FILES = /design/flow/design.v
export SDC_FILE = /design/flow/constraint.sdc
export NUM_CORES = 4
export LEC_CHECK = 1
export CORE_UTILIZATION = 40
==> design/flow/constraint.sdc <==
current_design RegisterFile

set clk_period 9.2
set clk_io_pct 0.2

create_clock -name clk0 -period $clk_period [get_ports {CLK}]

set non_clock_inputs [all_inputs -no_clocks]
set_input_delay [expr $clk_period * $clk_io_pct] -clock clk0 $non_clock_inputs
set_output_delay [expr $clk_period * $clk_io_pct] -clock clk0 [all_outputs]
==> design/flow/design.v <==
module RegisterFile
    #(parameter ADDR_WIDTH = 5,parameter DATA_WIDTH = 32)
    (input [ADDR_WIDTH-1:0]A1,A2,A3,
     input [DATA_WIDTH-1:0]WD3,
     input CLK,reset,
     input WE3,
     output [DATA_WIDTH-1:0]RD1,RD2 );
     integer i;
     reg [DATA_WIDTH-1:0] regfile[2**ADDR_WIDTH-1:0];
     assign RD1 = (A1 == 0)? 0 : regfile[A1];
     assign RD2 = (A2 == 0)? 0 :regfile[A2];
     always @(posedge CLK) begin  
               if(reset) 
              begin
                for(i=0;i<2**ADDR_WIDTH;i=i+1)
                 begin
                     regfile[i] <= 0;
                 end
              end
              else
              begin
                     if(WE3) regfile[A3] <= WD3;
              end
     end
endmodule
==> CHANGELOG.md <==
### Implementation results

* Outcome: complete, no violations
* Design area at 61100 µm²
* Vias at between 30000 and 40000
* Crit path DAT at around 5500 ps
* Htree depth at 3
* Synthesized area per cell at 15.3 µm²
* Hold WC Path Type: input pin to flop
* Pleak at around 21 nW
* Port bufs at between 100 and 150
* Layout cells sized above 1 at roughly 25%
* CTS buffer count at 109
* Die Height at about 370 µm
* Dpl hpwl at 106000 µm
* Top cells by count: and2_1 (1027), edfxtp_1 (1024), mux4_2 (464)
* CP startpoint kind: input pin
* Hold slack at 2090 ps
* Final tally of hold violations at 0
* Cell-by-cell trace of the critical path: buf_4 > buf_4 > nand3b_1 > buf_12 > o22ai_1 > a2111oi_0 > buf_4 > nor3_1 > clkdlybuf4s50_1
* Root Buffer: clkbuf_16
* Critical Path Slowest Stage Cell: nor3_1
* CTS tree: done
* Global route hottest layer: met2
* Tot GR Track Use at 28.8%
* Mapped Area at 54400 µm²
* Top Registers: regfile (1024)
* Max reg flops at between 1000 and 1500
* CP Data Required Time at 7360 ps
* Cell Rows at 134
* Met2 Usage GRT at 39.6%
* Largest reg by FF count: regfile
* Unrepaired setup endpoints after global routing: no
* Largest net degree at the start of global routing at 89
* GR Util met3 at between 20% and 30%
* Vias in the first global route at 35738
* Tool warnings at 26
* Area leader, netlist: edfxtp_1
* Total grt overflow at 0
* Starting DRT DRC Count at between 2000 and 2500
* Clk pin slew, worst setup/hold paths at 60 ps
* Antenna Nets Post-Route at 0
* Dominant flop cell: edfxtp_1
* Max stage delay on crit path at 650 ps
* Drt total wl at about 180000 µm
* Most common cell on crit path: buf_4
* Number of enable flip-flop cells at 1024
* Gpl congestion at 0.934
* CP Class: input pin to output port
* Flops out of synthesis at 1024
* Distinct lib cells at 44
* Fin util at 45.5%
* Chip area at between 100000 and 150000 µm²
* Fmax achieved at 0.136 GHz
* Pwr dens at 185 nW/µm²
* Cell count in the Yosys report at 3555
* DP Area at roughly 58000 µm²
* Max-slew violation count at 0
* Sink Count at 1024
* Cells after synthesis at 3555
* Post-route worst setup slack at 1870 ps
* 1st-pass router iterations at 8
* Maxcap violations at 0
* # fillers at 11303
* Final period util at about four fifths
* Most frequent cell after synthesis: and2_1
* Ports at between 100 and 150
* Synth-to-layout area growth at 12.3%
* Grt met1 use at 35.3%
* Critical Path Sink Type: output port
* Post-CTS Hold Buffers at 0
* Via density per instance at a little over 6
* Area share, top type at 56.5%
* Peak VDD IR at about 0.17 mV
* Initial antenna violation count at 6
* First-pass GRT wire length at 255000 µm
* # DRC at 0
* Yosys warns at 1
* CORE AREA at 134000 µm²
* Cts repair resizes at 0
* Slew at the pin closest to its max-slew limit at 1010 ps
* Chip Area, Yosys at approximately 54000 µm²
* Top cells by area: edfxtp_1 (56%), mux4_2 (19%), and2_1 (12%)
* Clk buf depth at 3
* Floorplan core density at between 40% and 50%
* Final setup vio count at 0
* Setup Total Neg Slack at 0 ps
* Avg WL per Cell at around 33 µm
* Normalized max-slew margin at 32.0%
* Min cycle time layout at 7330 ps
* Setup WS pre-CTS at 1770 ps
* Setup Fix Bufs, Post-CTS at 0
* X dimension of the die at 371 µm
* Crit path max fanout at 35
* Synth Seq Share at between 50% and 60%
* Async SR Flop Fraction at 0%
[cells by family after synthesis]
kind of cell / after synthesis / synth area share [%]
flops: 1024 / 56.5
compound gates: 266 / 3.69
mux: 659 / 22.9
simple gates: 1213 / 13.7
buf+inv: 393 / 3.32
[metal layers]
metal / vias to the layer above / share of wire (%)
met5: - / 0.33
met4: 17 / 4.1
met3: 382 / 18
met2: 2515 / 44
met1: 16131 / 33
li1: 13783 / -
[through the flow]
step                      power, mW  instances
after floorplan                6.35       3555
after global placement         6.98       5224
after detailed placement       6.98       5224
after CTS                      11.4       5426
after global routing           11.6       5429
final                          11.3       5431
[where the power goes]
group / internal (mW) / switching (mW) / leakage (nW) / total [mW]
sequential: 5.39 / 0.128 / 9.74 / 5.52
clock: 2.54 / 1.86 / 1.71 / 4.40
combinational: 0.615 / 0.777 / 9.37 / 1.39
[layout by cell type (no fill, tap or decap), types with 5 or more instances in the layout]
cell type        netlist  routed
clkdlybuf4s50_1        0     104
mux2i_1              161     161
buf_4                 45     171
nand2b_1               6       6
bufinv_16              0      12
mux2_2                34      34
mux4_2               464     464
nor3_1                54      54
a22oi_1               18      18
and2_1              1027    1026
nor2_4                 0      17
nand3_1                5       5
or2_2                 34      34
a22o_1                51      51
nor2_1                39       6
nor2_2                 0      16
nand2_1               11      11
inv_6                  0       5
edfxtp_1            1024    1024
clkinv_1               0      24
o221ai_1               5       5
a211oi_1               6       6
clkbuf_1             272      27
clkinv_2               0      19
nor2b_1               17      15
buf_12                 0       8
o22ai_1              103     103
clkbuf_16              0     111
nand3b_1               5       5
a2111oi_0             59      57
a21oi_1               10      10
[layout make-up]
type / count / area (µm²) / share of cell area (%)
clock inverters: 64 / 621 / 1.01
well taps: 1768 / 2210 / 3.62
inverters: 3 / 11.3 / 0.0184
diodes: 4 / 10.0 / 0.0164
clock buffers: 138 / 2880 / 4.71
flip-flops and latches: 1024 / 30700 / 50.3
repair buffers: 292 / 2570 / 4.21
multi-input cells: 2138 / 22100 / 36.1
[critical path: cells and delay by family]
kind | cells | cell delay (ps)
AND-OR/OR-AND | 2 | 280
AND/OR/NAND/NOR | 2 | 1240
buffers and inverters | 5 | 2050
[worst paths after layout]
check,startpoint,endpoint,depth (start not counted)
worst max-delay path,A2[1],RD2[1],9
worst min-delay path,WD3[16],regfile[11][16]$_SDFFCE_PN0P_,3
Power figures rest on the tool's default switching activity, not on a simulated workload.
